### flow/run.sh
#!/bin/bash
# OpenROAD 26Q1-2900-gdf79404cd8, Yosys 0.63+post, stock flow scripts
make -C /OpenROAD-flow-scripts/flow DESIGN_CONFIG=/design/flow/config.mk WORK_HOME=/design/flow/orfs finish
### flow/config.mk
export PLATFORM = sky130hd
export DESIGN_NAME = saradc
export DESIGN_NICKNAME = saradc
export VERILOG_FILES = /design/flow/design.v
export SDC_FILE = /design/flow/constraint.sdc
export NUM_CORES = 4
export LEC_CHECK = 1
export CORE_AREA = 10 10 85 85
export DIE_AREA = 0 0 95 95
### flow/constraint.sdc
current_design saradc

set clk_period 1.3
set clk_io_pct 0.2

create_clock -name clk0 -period $clk_period [get_ports {clock}]

set non_clock_inputs [all_inputs -no_clocks]
set_input_delay [expr $clk_period * $clk_io_pct] -clock clk0 $non_clock_inputs
set_output_delay [expr $clk_period * $clk_io_pct] -clock clk0 [all_outputs]
### flow/design.v
`timescale 1us/100ns
module saradc(
  input clock,reset,
  input nStartCnv,
  input CompOut,
  output reg SH, nEndCnv,
  output reg [4:0] B,
  output reg [4:0] dataOut);
  reg [5:0] state;   
  localparam [4:0]      
  sReset = 5'd0,
  sWaitForStart = 5'd1,
  sSample = 5'd2,
  sHold = 5'd3,
  sB4High = 5'd4,
  sB4Check = 5'd5,  
  sB4Wait = 5'd6,
  sB3High = 5'd7,
  sB3Check = 5'd8,  
  sB3Wait = 5'd9,
  sB2High = 5'd10,
  sB2Check = 5'd11,  
  sB2Wait = 5'd12,
  sB1High = 5'd13,
  sB1Check = 5'd14,  
  sB1Wait = 5'd15,
  sB0High = 5'd16,
  sB0Check = 5'd17,  
  sB0Wait = 5'd18,
  sStore = 5'd19,
  sDone = 5'd20;
  always @(posedge clock or negedge reset)
     begin
       if(reset == 0)
         begin
           state <= sReset;
           nEndCnv <= 1'b0;
           dataOut <= 5'd0;
           SH <= 1'b0;
           B <= 5'd0;
         end 
       else 
         begin
         case(state)
           sReset:  
             state <= sWaitForStart;
           sWaitForStart:  
             if(nStartCnv == 0) 
               state <= sSample;
           sSample:  
             begin
               SH <= 1'b1;
               B <= 5'b11111;
               nEndCnv <= 1'b1;
               state <= sHold;
             end
           sHold:
             begin
               SH <= 1'b0;
               B <= 5'b00000;
               state <= sB4High;  
             end
           sB4High:
             begin 
               B[4] <= 1'b1;
               state <= sB4Check;
             end
           sB4Check:
             begin
               if(CompOut)
                 B[4] <= 1'b0; 
               state <= sB4Wait;
             end
           sB4Wait:
             state <= sB3High;
           sB3High:
             begin 
               B[3] <= 1'b1;
               state <= sB3Check;
             end
           sB3Check:
             begin
               if(CompOut)
                 B[3] <= 1'b0; 
               state <= sB3Wait;
             end
           sB3Wait:
             state <= sB2High;
           sB2High:
             begin 
               B[2] <= 1'b1;
               state <= sB2Check;
             end
           sB2Check:
             begin
               if(CompOut)
                 B[2] <= 1'b0; 
               state <= sB2Wait;
             end
           sB2Wait:
             state <= sB1High;
           sB1High:
             begin 
               B[1] <= 1'b1;
               state <= sB1Check;
             end
           sB1Check:
             begin
               if(CompOut)
                 B[1] <=1'b0;
               state <= sB0Wait;
             end
           sB1Wait:
               state <= sB0High;
           sB0High:
             begin 
               B[0] <= 1'b1;
               state <= sB0Check;
             end
           sB0Check:
             begin
               if(CompOut)
                 B[0] <=1'b0;
               state <= sB0Wait;
             end
           sB0Wait:
             state <= sStore; 
           sStore:
            begin
             dataOut <= B;
             state <= sDone;
            end  
           sDone:
            begin
             nEndCnv <= 1'b0;
             state <= sWaitForStart;
            end 
         endcase
       	end
 	   end
endmodule 
==> flow_summary_export.csv <==
group,metric,value,unit
run_status,outcome,"finished clean",
critical_path,worstSetupStartpointType,"register",
cells_and_area,final_area,1300,um2
power,power_density,1530,nW/um2
clock_network,numCtsBuffers,5,
power,leakage,0.558,nW
sta,final-hold-violation-count,0,
routing,num_antenna_cells,0,
logic_synthesis,ys_cells,58,
hold_path,hp-class,"in -> async",
cells_and_area,lay_top_cells,"dfrtp_1 (28), dlygate4sd2_1 (12), nor2_1 (8), clkbuf_8 (6)",
critical_path,criticalPathCategory,"reg -> out",
grt,grt_pass1_vias,596,
logic_synthesis,ys_area,940,um2
grt,antenna_found_initial,0,
sta,max_freq,857,MHz
critical_path,crit_chain,"dlygate4sd2_1",
clock_network,cts_max_level,2,
placed_design,dp_hpwl,1.18,mm
routing,ant_nets,0,
power,ir_worst_vdd,669,uV
routing,drc,0,
job,cap_violations,0,
cells_and_area,fillers,578,
floorplanning,ioPinCount,16,
sta,fin_tns_setup,0,ps
grt,grt_remaining_overflow,0,
sta,layout_worst_path_cycle_share,89.8,%
sta,layout_min_cycle_time,1170,ps
cells_and_area,area_growth,38.5,%
critical_path,crit_required,1040,ps
clock_network,clk_latency,270,ps
clock_network,cts_tree,"done",
clock_network,cts_max_path_buffers,2,
grt,grt_use_total,4.26,%
logic_synthesis,top_area_cell,"dfrtp_1",
routing,drt-initial-drc-count,27,
grt,grt_start_max_net_pins,30,
logic_synthesis,top_cell_area_share,74.6,%
cells_and_area,seq_area,727,um2
job,warnings,25,
routing,dr_total_vias,542,
routing,via_per_inst,3.45,
cells_and_area,drive_gt1_share,21.2,%
power,p_clk_share,35.7,%
critical_path,cp_num_buf_inv,1,
critical_path,critical-path-top-delay-family,"flip-flops",
critical_path,critPathCaptureType,"primary output",
logic_synthesis,syn-cell-area,940,um2
cells_and_area,layout.area.comb,205,um2
floorplanning,fp.dieW,95,um
clock_network,clock_sinks,29,
floorplanning,fp_util,17.2,%
placed_design,port_buffers,15,
routing,firstDrtPassIters,2,
sta,finClkSkew,6.85,ps
placed_design,placed_area,1190,um2
logic_synthesis,avgSynthCellArea,16.2,um2
cells_and_area,utilization,23.8,%
logic_synthesis,ys_seq_share,77.4,%
critical_path,slowest_stage,"dfrtp_1",
power,swShare,21.3,%
sta,setup_violations,0,
power,internal-power,0.00157,W
critical_path,slowest_delay,390,ps
placed_design,gp_congestion,0.744,
power,seq_power_share,53.5,%
clock_network,ctsRootBufferMaster,"clkbuf_8",
power,switching_power,0.000424,W
grt,grt_first_pass_wirelength,3.04,mm
logic_synthesis,ys.flops,29,
floorplanning,die_h,95,um
sta,slew_viol_final,0,
routing,routed_wl,1.75,mm
critical_path,cp.arrival,910,ps
clock_network,clk_pin_slew,60,ps
logic_synthesis,yosys_warnings,1,
floorplanning,rows,27,
critical_path,crit_fanout,2,
floorplanning,chipArea,9030,um2
sta,rsz0062_at_grt,"no",
logic_synthesis,synthTopCellsByArea,"dfrtp_1 (75%), mux2_2 (6.0%), mux2i_1 (4.3%), o2bb2ai_1 (3.7%), nor2b_1 (3.3%)",
logic_synthesis,postSynthCellCount,58,
power,power_frac_comb,10.8,%
routing,wire_per_inst,11.1,um
floorplanning,design.core.area,5470,um2
logic_synthesis,ys_types,10,
cells_and_area,layout_top_cell,"dfrtp_1",
-- repair_timing --
item / CTS / global route
endpoints found under the setup margin: 12 / 0
hold endpoints to repair: 0 / 0
setup buffers: 5 / 0
hold buffers: 0 / 0
resized: 12 / 0
-- cell type report --
cell class / instances / area share (%)
clock buffers: 7 / 6.63
repair buffers: 21 / 14.8
well taps: 72 / 6.92
multi-input cells: 28 / 15.8
flip-flops and latches: 29 / 55.9
-- cell families after synthesis --
kind of cell	count (synthesis)	share of synthesized area [%]
other cells	1	0.399
simple gates	13	6.52
mux	9	10.3
flops	29	77.4
compound gates	5	4.66
buf+inv	1	0.799
-- per-layer routing --
| metal | GRT usage (%) | wire (um) | up-vias |
|---|---|---|---|
| met2 | 5.72 | 761 | 13 |
| met1 | 6.20 | 852 | 275 |
| met3 | 1.84 | 93 | 5 |
| met5 | 0 | 0 | - |
| met4 | 0.998 | 36 | 0 |
| li1 | - | - | 249 |
-- cell usage after synthesis, drive strengths merged --
| library cell | instances |
|---|---|
| a211o | 1 |
| buf | 1 |
| conb | 1 |
| dfrtp | 28 |
| dfstp | 1 |
| mux2 | 5 |
| mux2i | 4 |
| nor2 | 8 |
| nor2b | 5 |
| o2bb2ai | 4 |
-- power groups by stage --
stage / clock network (W) / logic, W / registers, W
finish: 0.000712 / 0.000216 / 0.00107
global route: 0.000783 / 0.000247 / 0.00108
CTS: 0.000737 / 0.000226 / 0.00107
-- registers in the layout, summed over array words and instances, names as in the netlist --
name     flops
nEndCnv      1
dataOut      5
SH           1
B            4
state       18
-- worst paths after layout --
| kind | startpoint | endpoint | depth (start not counted) | slack, ps |
|---|---|---|---|---|
| worst max-delay path | B[1] | B[1] | 1 | 130 |
| worst min-delay path | reset | dataOut[0] | 2 | 340 |
| worst min register to register | state[4] | state[13] | 0 | 350 |
| worst max register to register | state[15] | dataOut[4] | 1 | 290 |
| min in group clk0 | state[4] | state[13] | 0 | 350 |
| max in group asynchronous | reset | state[0] | 2 | 720 |
-- metrics by stage --
step | total power (W) | hold WS (ps) | instances | worst slack [ps]
3_5_place_dp | 0.00132 | 339 | 145 | 22.4
3_3_place_gp | 0.00132 | 333 | 145 | 63.8
5_1_grt | 0.00211 | 355 | 157 | 84.8
2_1_floorplan | 0.00113 | -35.6 | 58 | 429
6_report | 0.00199 | 343 | 157 | 133
4_1_cts | 0.00203 | 352 | 157 | 111
Power figures rest on the tool's default switching activity, not on a simulated workload.
